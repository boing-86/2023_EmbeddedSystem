## flow/run.sh

```bash
#!/bin/bash
# OpenROAD 26Q1-2900-gdf79404cd8, Yosys 0.63+post, stock flow scripts
make -C /OpenROAD-flow-scripts/flow DESIGN_CONFIG=/design/flow/config.mk WORK_HOME=/design/flow/orfs finish
```

## flow/config.mk

```make
export PLATFORM = sky130hd
export DESIGN_NAME = multiplynnMatrix
export DESIGN_NICKNAME = multiplynnMatrix
export VERILOG_FILES = /design/flow/design.v
export SDC_FILE = /design/flow/constraint.sdc
export NUM_CORES = 4
export LEC_CHECK = 1
export CORE_AREA = 10 10 502 502
export DIE_AREA = 0 0 512 512
```

## flow/constraint.sdc

```tcl
current_design multiplynnMatrix

set clk_period 12.2
set clk_io_pct 0.2

create_clock -name clk0 -period $clk_period [get_ports {Clk}]

set non_clock_inputs [all_inputs -no_clocks]
set_input_delay [expr $clk_period * $clk_io_pct] -clock clk0 $non_clock_inputs
set_output_delay [expr $clk_period * $clk_io_pct] -clock clk0 [all_outputs]
```

## flow/design.v

```verilog
`timescale 1ns/1ns
module multiplynnMatrix(Go, A_Data, B_Data,
                        RW, En, Done, MULT_OUT, Clk, Rst);
    input Go, Clk, Rst;
    output reg RW, En, Done;
    output reg [511:0] MULT_OUT;
    input [127:0] A_Data, B_Data;
    parameter S0 = 4'b0000, S1 = 4'b0001, S1a = 4'b1100, S2 = 4'b0010, S3 = 4'b0011,
              S4 = 4'b0100, S5 = 4'b0101, S6 = 4'b0110, S7a = 4'b0111,
              S7 = 4'b1000, S8 = 4'b1001, S9 = 4'b1010, S10 = 4'b1011;
    reg [3:0] State;
    integer i, j, k;
    integer tmp;
    reg [15:0] MatrixR [0:3][0:3];
    reg [7:0] MatrixA[0:3][0:3];
    reg [7:0] MatrixB[0:3][0:3];
    always @(posedge Clk) begin
        if (Rst==1) begin
            MULT_OUT <= {(32){1'b0}};
            RW <= 1'b0;
            En <= 1'b0;
            Done <= 1'b0;
            State <= S0;
        end 
        else begin
            MULT_OUT <= {(32){1'b0}};
            RW <= 1'b1;
            En <= 1'b0;
            Done <= 1'b0;
			MatrixA[0][0] <= A_Data[7:0];
            MatrixB[0][0] <= B_Data[7:0];
            MatrixA[0][1] <= A_Data[15:8];
            MatrixB[0][1] <= B_Data[15:8];
            MatrixA[0][2] <= A_Data[23:16];
            MatrixB[0][2] <= B_Data[23:16];
            MatrixA[0][3] <= A_Data[31:24];
            MatrixB[0][3] <= B_Data[31:24];
            MatrixA[1][0] <= A_Data[39:32];
            MatrixB[1][0] <= B_Data[39:32];
            MatrixA[1][1] <= A_Data[47:40];
            MatrixB[1][1] <= B_Data[47:40];
            MatrixA[1][2] <= A_Data[55:48];
            MatrixB[1][2] <= B_Data[55:48];
            MatrixA[1][3] <= A_Data[63:56];
            MatrixB[1][3] <= B_Data[63:56];
            MatrixA[2][0] <= A_Data[71:64];
            MatrixB[2][0] <= B_Data[71:64];
            MatrixA[2][1] <= A_Data[79:72];
            MatrixB[2][1] <= B_Data[79:72];
            MatrixA[2][2] <= A_Data[87:80];
            MatrixB[2][2] <= B_Data[87:80];
            MatrixA[2][3] <= A_Data[95:88];
            MatrixB[2][3] <= B_Data[95:88];
            MatrixA[3][0] <= A_Data[103:96];
            MatrixB[3][0] <= B_Data[103:96];
            MatrixA[3][1] <= A_Data[111:104];
            MatrixB[3][1] <= B_Data[111:104];
            MatrixA[3][2] <= A_Data[119:112];
            MatrixB[3][2] <= B_Data[119:112];
            MatrixA[3][3] <= A_Data[127:120];
            MatrixB[3][3] <= B_Data[127:120];
            end
            case (State)
            S0: begin
                if (Go == 1) begin
                    State <= S1;
								end
                else begin
                    State <= S0;
                end 
            end
            S1:begin
                RW <= 1'b1;
                En <= 1'b0;
                State <= S1a;
            end
            S1a : begin
                MatrixA[0][0] <= A_Data[7:0];
                MatrixB[0][0] <= B_Data[7:0];
                MatrixA[0][1] <= A_Data[15:8];
                MatrixB[0][1] <= B_Data[15:8];
                MatrixA[0][2] <= A_Data[23:16];
                MatrixB[0][2] <= B_Data[23:16];
                MatrixA[0][3] <= A_Data[31:24];
                MatrixB[0][3] <= B_Data[31:24];
                MatrixA[1][0] <= A_Data[39:32];
                MatrixB[1][0] <= B_Data[39:32];
                MatrixA[1][1] <= A_Data[47:40];
                MatrixB[1][1] <= B_Data[47:40];
                MatrixA[1][2] <= A_Data[55:48];
                MatrixB[1][2] <= B_Data[55:48];
                MatrixA[1][3] <= A_Data[63:56];
                MatrixB[1][3] <= B_Data[63:56];
                MatrixA[2][0] <= A_Data[71:64];
                MatrixB[2][0] <= B_Data[71:64];
                MatrixA[2][1] <= A_Data[79:72];
                MatrixB[2][1] <= B_Data[79:72];
                MatrixA[2][2] <= A_Data[87:80];
                MatrixB[2][2] <= B_Data[87:80];
                MatrixA[2][3] <= A_Data[95:88];
                MatrixB[2][3] <= B_Data[95:88];
                MatrixA[3][0] <= A_Data[103:96];
                MatrixB[3][0] <= B_Data[103:96];
                MatrixA[3][1] <= A_Data[111:104];
                MatrixB[3][1] <= B_Data[111:104];
                MatrixA[3][2] <= A_Data[119:112];
                MatrixB[3][2] <= B_Data[119:112];
                MatrixA[3][3] <= A_Data[127:120];
                MatrixB[3][3] <= B_Data[127:120];
                i <= 0;
                State <= S2;
                RW <= 1'b0;
                En <= 1'b0;
            end
            S2:begin
                if (i < 4) begin
                    State <= S3;
                end
                else begin
                    State <= S10;
                end
            end
            S3:begin
                j <= 0;
                State <= S4;
            end
            S4:begin
                if (j < 4) begin
                    State <= S5;
                end
                else begin
                    State <= S9;
                end
            end
            S5:begin
                k = 0;
                State <= S6;
            end
            S6:begin
                if (k < 4) begin
                    State <= S7a;
                    RW <= 1'b0;
                    En <= 1'b0;
                end
                else begin
                    State <= S8;
                end
            end
            S7a:begin
                State <= S7;
            end
            S7 : begin
                tmp = MatrixR[i][j];
                MatrixR[i][j] = tmp + MatrixA[i][k] * MatrixB[k][j];
                k = k+1;
                State <= S6;
            end
            S8:begin
                j <= j+1;
                State <= S4;
            end
            S9:begin
                i <= i+1;
                State <= S2;
            end
            S10:begin
                MULT_OUT <= {MatrixR[3][3], MatrixR[3][2], MatrixR[3][1], MatrixR[3][0], 
                            MatrixR[2][3], MatrixR[2][2], MatrixR[2][1], MatrixR[2][0],
                            MatrixR[1][3], MatrixR[1][2], MatrixR[1][1], MatrixR[1][0], 
                            MatrixR[0][3], MatrixR[0][2], MatrixR[0][1], MatrixR[0][0]};
                Done <= 1'b1;
                State <= S0;
            end
            endcase
    end
endmodule
```

==> Slide: Implementation Results <==
Implementation Results

CTS
  • Clk buf depth: 3
  • Clk latency late pin: 770 ps
  • CTS Buf Count: 93
  • CTS tree: done
  • CTS Sinks: roughly 900
  • Hold-fix buffers at CTS: 0
  • Post-CTS setup buffers: 0
  • Clk slew on worst S/H paths: approximately 60 ps
  • Root Buffer: clkbuf_16
  • Post-CTS sizing: 0
  • H-tree Lvls: 3

Final timing
  • Max-slew headroom: between 30% and 40%
  • Least-Margin Pin Slew: 1001 ps
  • Slew Limit Fails: 0
  • Setup ws final: around 4000 ps
  • RSZ-0062 raised after global routing: no
  • Crit share post-route: 67.23%
  • Peak Freq: 121.9 MHz
  • Setup-failing EPs final: 0
  • Total Negative Setup Slacks: 0 ps
  • Fin. Hold Viols: 0
  • Final Skew: 93.46 ps
  • Minimum clock period: 8202 ps

Yosys
  • Synth cell types: 76
  • Top_reg_cell synth: edfxtp_1
  • Synth cell count leaders: 608 x edfxtp_1, 342 x and2_1, 271 x dfxtp_1
  • Cell count after synthesis: about 2.8k
  • Ys async rst share: 0%
  • Mapped cell area: 36,730 um^2
  • Yosys top cell area share: 49.71%
  • Post-synth regs: 879
  • Top cells, area: edfxtp_1 50%, dfxtp_1 15%, and2_1 5.8%
  • Average cell area after synthesis: 13.15 um^2
  • Area leader, netlist: edfxtp_1
  • Yosys Chip Area: between 30,000 and 40,000 um^2
  • Syn. warnings: 4
  • Sequential-to-total area share from yosys stat: 64.48%
  • EDFF count, synth: 608
  • Yosys top cell by instances: edfxtp_1
  • Ys cells: 2,794

Critical path
  • Crit-path max FO: a little over 40
  • Setup crit start kind: flop
  • Setup crit end kind: flop
  • Req. time, crit path: 12,590 ps
  • WP data arrival: 8590 ps
  • Kind of critical path: reg2reg

Routing
  • Drt first-iter violations: 1,652
  • Via density per instance: 3.557
  • Drt pass-1 iters: 6
  • Antenna-violating nets left: 0
  • Final WL: around 140,000 um
  • Via Count: ~24k
  • WL/cell: 21.43 um
  • DRC viols: 0

GRT
  • Largest net degree at the start of global routing: 107
  • Initial antenna violation count: 22
  • Global-route wire length before repair: slightly below 200,000 um
  • Vias in the first global route: 25.25k
  • Total gr overflow: 0
  • Overall Global Routing Usage: between 10% and 20%

Job
  • Max Cap Viol: 0
  • Log Warnings: 34

Finish
  • Area Overhead vs Synth: 32.10%
  • Share of layout cells above drive strength 1: a little under a tenth

Die
  • DIE WIDTH: around 500 um
  • Fp util: 15.26%
  • Row cnt: 180
  • CORE AREA: 240,800 um^2
  • Die height: 512 um
  • Die Size: around 260,000 um^2
  • I/O pin cnt: ~770

Power
  • Leak pwr: ~17 nW
  • Pwr Density: 172.8 nW/um^2
  • Peak supply drop: 0.1939 mV

Placed design
  • Dpl hpwl: 111,300 um
  • I/O Buffers: slightly above 500
  • Global placement routability congestion: 0.9555
  • Pre-CTS setup slack: 3676 ps

Worst hold path
  • Hold crit path type: reg2reg

Run status
  • Outcome: complete, no violations
==> critical path, stage by stage, from the launching register on <==
cell and delay (ps):
edfxtp_1 510, ha_2 370, buf_4 480, o21ai_0 490
a221o_1 390, a21oi_1 460, o21ai_0 230, mux2_2 460
nand2b_1 160, fa_1 450, fa_1 560, inv_1 60
fa_1 540, inv_1 60, fa_1 530, inv_1 40
ha_1 330, o21a_1 140, o21ai_0 100, o311ai_0 460
o41ai_1 170, xnor2_2 780
==> registers in the layout, indices dropped and copies added, names as in the netlist <==
register,flops
MatrixR,256
MULT_OUT,256
Done,1
i,32
MatrixB,128
k,32
j,32
MatrixA,128
RW,1
State,13
==> routing by layer <==
layer	up-vias	track usage (%)	wire [um]
met1	11570	12.12	51760
li1	10590	-	-
met5	-	0	27
met2	1198	18.01	70270
met3	249	3.812	12020
met4	4	4.994	8141
==> logic make-up (layout without fill, tap and decap cells) <==
| family | Yosys count | count (layout) | share of synthesized area, % |
|---|---|---|---|
| buf+inv | 480 | 870 | 7.774 |
| fa+ha+maj | 97 | 97 | 4.326 |
| compound gates | 363 | 363 | 7.239 |
| xor+xnor | 97 | 97 | 2.592 |
| mux | 44 | 44 | 1.356 |
| simple gates | 833 | 833 | 12.23 |
| other cells | 1 | 269 | 0.01021 |
| flops | 879 | 879 | 64.48 |
==> report_power, final <==
part           switching [mW]  internal [mW]
sequential             0.0262           3.77
combinational            1.08          0.463
clock                    1.30           1.74
total                    2.40           5.98
==> cell type report <==
class                           count  area [um^2]
Antenna cell                       12        30.03
Clock buffer                      117         2648
Fill cell                       25460       192200
Multi-Input combinational cell   1691        11310
Sequential cell                   879        23690
Clock inverter                     57        721.9
Tap cell                         3185         3985
Timing Repair Buffer              596         5766
Inverter                          100        375.4
==> worst paths after layout <==
| kind | startpoint | to | slack [ps] | depth (start not counted) |
|---|---|---|---|---|
| worst max-delay path | k[2] | MatrixR[6][14] | 4000 | 21 |
| worst min-delay path | State[12] | State[1] | 330 | 0 |
| worst max register to register | k[2] | MatrixR[6][14] | 4000 | 21 |
| worst min register to register | State[12] | State[1] | 330 | 0 |
==> placed cells by master, fill, tap and decap left out, types with 31 or more instances in the layout <==
cell type	synthesis	routed
and3_1	31	31
dfxtp_1	271	270
fa_1	50	50
edfxtp_1	608	608
conb_1	1	257
xnor2_1	64	55
nor2_1	106	100
and2_1	342	342
a22oi_1	56	56
a21oi_1	75	72
nand2_1	159	159
clkdlybuf4s50_1	0	516
inv_1	100	101
clkbuf_16	0	100
buf_4	258	80
ha_1	47	38
o21ai_0	44	44
nand3_1	60	60
==> per-stage QoR <==
stage | util [%] | cells | hold WS, ps | power [mW] | cell area [um^2]
floorplan | - | 3050 | 309.6 | 4.584 | 37690
global placement | 18.74 | 6451 | 317.1 | 5.384 | 45120
detailed placement | 18.74 | 6451 | 313.2 | 5.393 | 45120
CTS | 20.14 | 6625 | 327.5 | 8.452 | 48490
global route | 20.15 | 6634 | 337.2 | 8.709 | 48510
finish | 20.15 | 6637 | 325.8 | 8.383 | 48520
Power and IR drop assume default switching activity.
